===== flow/config.mk =====
export PLATFORM = sky130hd
export DESIGN_NAME = interleaver
export DESIGN_NICKNAME = interleaver
export VERILOG_FILES = /design/flow/design.v
export SDC_FILE = /design/flow/constraint.sdc
export NUM_CORES = 4
export LEC_CHECK = 1
export CORE_UTILIZATION = 50

===== flow/design.v =====
module interleaver(Input, Reset, Clock, Output);
    input wire Input;
    input wire Reset;
    input wire Clock;
    output reg Output;
    parameter N_CBPS = 48;
    parameter N_COLS = 16;
    parameter N_ROWS = N_CBPS / 16;
    reg [3:0] j_col_IN;
    reg [1:0] i_row_IN;
    reg [0:15] MEM_IN [0:2];
    reg [3:0] j_col_OUT;
    reg [1:0] i_row_OUT;
    reg [0:15] MEM_OUT [0:2];
    reg [7:0] counter;
    integer k;
    always @(posedge Clock, posedge Reset)
    begin
        if (Reset)
        begin
            j_col_IN <= 4'b0000;
            i_row_IN <= 2'b00;
            for(k = 0; k < N_ROWS; k = k + 1)                
                MEM_IN[k] <= 16'h0000;
            j_col_OUT <= 4'b0000;
            i_row_OUT <= 2'b00;
            for(k = 0; k < N_ROWS; k = k + 1)                
                MEM_OUT[k] <= 16'h0000;
            counter <= 8'h01;
        end
        else
        begin
            counter <= counter + 8'h01;
            if (counter == N_CBPS)
            begin
                for(k = 0; k < N_ROWS; k = k + 1)            
                begin
                    MEM_OUT[k] <= MEM_IN[k];
                end
                j_col_IN <= 4'b0000;
                i_row_IN <= 2'b00;
                j_col_OUT <= 4'b0000;
                i_row_OUT <= 2'b00;
                counter <= 8'h01;
                MEM_OUT[i_row_IN][j_col_IN] <= Input;
            end
            else
            begin
                MEM_IN[i_row_IN][j_col_IN] <= Input;
                j_col_IN <= j_col_IN + 4'b0001;
                if (j_col_IN == 4'b1111)
                    i_row_IN <= i_row_IN + 2'b01;
                i_row_OUT <= i_row_OUT + 2'b01;
                if (i_row_OUT + 2'b01 == N_ROWS)
                begin
                    j_col_OUT <= j_col_OUT + 4'b0001;
                    i_row_OUT <= 2'b00;
                end 
            end
        end
    end
    always @(posedge Clock, posedge Reset)
    begin
        if (Reset)
            Output <= 1'b0;
        else
            Output <= MEM_OUT[i_row_OUT][j_col_OUT];
    end
endmodule

===== flow/constraint.sdc =====
current_design interleaver

set clk_period 7.1
set clk_io_pct 0.2

create_clock -name clk0 -period $clk_period [get_ports {Clock}]

set non_clock_inputs [all_inputs -no_clocks]
set_input_delay [expr $clk_period * $clk_io_pct] -clock clk0 $non_clock_inputs
set_output_delay [expr $clk_period * $clk_io_pct] -clock clk0 [all_outputs]

===== flow/run.sh =====
#!/bin/bash
# OpenROAD 26Q1-2900-gdf79404cd8, Yosys 0.63+post, stock flow scripts
make -C /OpenROAD-flow-scripts/flow DESIGN_CONFIG=/design/flow/config.mk WORK_HOME=/design/flow/orfs finish

==> impl_results.rst <==
Metrics
=======

.. list-table::
   :header-rows: 1

   * - Metric
     - Value
   * - Status
     - finished clean
   * - Pre-Place Util
     - 0.516
   * - Switching share of power
     - 0.205
   * - Number of antenna cells inserted
     - 0
   * - Average routed wire per standard cell
     - about 17 um
   * - Flip-flops with a built-in enable
     - 0
   * - Number of max-capacitance violations reported
     - 0
   * - Routed Antenna Nets
     - 0
   * - CTS Buf Count
     - 17
   * - Cell accounting for the most synthesized area
     - sky130_fd_sc_hd__dfrtp_1
   * - Via count of the first global-routing pass
     - between 4,000 and 5,000
   * - Worst-path cell chain
     - clkdlybuf4s50_1 -> inv_4 -> buf_4
   * - RSZ-0062 raised after global routing
     - no
   * - Number of warnings the tools reported
     - 32
   * - Synthesis warning total
     - 3
   * - Setup violations, final
     - 0
   * - Cell variety after synth
     - 54
   * - Crit path max-delay family
     - buffers and inverters
   * - Number of resized instances in the post-cts repair step
     - 0
   * - Combinational share of power
     - 0.031
   * - Transition at the pin with the smallest max-transition slack
     - 844 ps
   * - Clock latency on the worst-skew pair
     - around 400 ps
   * - Standard cell with the maximum stage delay on the critical path
     - sky130_fd_sc_hd__buf_4
   * - Growth of design area from synthesis to finish
     - 10.1%
   * - Share of the synthesized area in the top cell type
     - 0.466
   * - Setup slack of the critical path after layout
     - 4360 ps
   * - Setup skew after layout
     - 7.11 ps
   * - Summed standard-cell area reported by yosys
     - 0.00622 mm^2
   * - Remaining max-slew budget at the tightest pin
     - 0.438
   * - Peak fanout along the critical path
     - a little over 60
   * - Ratio of final minimum period to clock period
     - 0.387
   * - Setup Fix Bufs, Post-CTS
     - 0
   * - # Cells Yosys
     - 623
   * - Die H
     - roughly 110 um
   * - Proportion of power drawn by flip-flops and latches
     - 0.434
   * - Total gr overflow
     - 0
   * - Overall routed net length
     - 13.4 mm
   * - Row count
     - 40
   * - Share of async-settable or async-resettable flops after synthesis
     - 1.00
   * - CTS root buffer
     - sky130_fd_sc_hd__clkbuf_16
   * - Leakage
     - 2.80 nW
   * - Final Wtd Congestion
     - 0.780
   * - Gate count after technology mapping
     - 623
   * - Pin count of the biggest net entering global routing
     - roughly 97
   * - Number of cells on the worst hold path
     - 1
   * - Highest-count cells in the layout ignoring fill and taps
     - sky130_fd_sc_hd__dfrtp_1, sky130_fd_sc_hd__nor2_1, sky130_fd_sc_hd__nand2_1
   * - Port-buffer cells
     - 3
   * - Overall via count from detail_route
     - 4,357
   * - Number of levels in the clock H-tree
     - 4
   * - Final Hold Violating Endpoints
     - 0
   * - Largest cells by area after synthesis
     - sky130_fd_sc_hd__dfrtp_1, sky130_fd_sc_hd__mux2i_1, sky130_fd_sc_hd__mux2_2
   * - Chip Width
     - 114 um
   * - Placeable Area
     - approximately 0.012 mm^2
   * - CP bufs+invs
     - 3
   * - CTS tree
     - built
   * - Register-to-register path setup slack
     - between 4000 and 5000 ps
   * - DR DRC count
     - 0
   * - Cts-stage hold buffer count
     - 0
   * - Critical path class
     - input pin to async pin
   * - Nature of the critical path endpoint
     - async pin
   * - Max Slew Vio Count
     - 0
   * - Part of the Yosys area used for sequential elements
     - 0.471
   * - First drt pass iteration count
     - 4
   * - Worst reg2reg path startpoint
     - j_col_IN[2]$_DFF_PP0_
   * - CP endpoint
     - MEM_IN[2][7]$_DFFE_PP0N_
   * - R2r endpoint
     - MEM_IN[1][14]$_DFFE_PP0N_
   * - Ratio of routed vias to standard cells
     - 5.57
   * - Internal cell power
     - 1.27 mW
   * - Num Clock Sinks
     - 117
   * - Length in cells of the worst reg-to-reg path
     - 7
   * - Synthesized area per cell
     - 9.99 um^2
   * - Post-route minimum period
     - 2740 ps
   * - Final non-filler cell total
     - 782
   * - Clk network pwr share
     - 0.536
   * - Place WS
     - 3830 ps
   * - Clock transition at path regs
     - 50 ps
   * - Fin Setup TNS
     - 0 ps
   * - I/O pin cnt
     - 4
   * - CP Data Required Time
     - 7540 ps
   * - IR Drop Worst-Case VDD
     - 0.151 mV
   * - Worst path depth
     - 3
   * - Fraction of layout instances using a drive strength above 1
     - 0.155
   * - Total Die Area
     - 0.0129 mm^2
   * - Worst hold-check path type
     - register to register
   * - Number of placed instances with taps included
     - 751
   * - Slowest stage delay, CP
     - 750 ps
   * - Detailed Route Iter0 Violations
     - 220
   * - Startpoint kind of the worst setup timing path
     - input pin
   * - Switching power
     - 0.326 mW
   * - Setup crit start
     - Reset
   * - Number of storage elements in the synthesis netlist
     - approximately 120
   * - Maximum clock frequency
     - 0.364 GHz
   * - First-pass GRT wire length
     - 23.1 mm
   * - Endpoint arrival time on the critical path
     - around 3200 ps
   * - Power per cell area
     - 232 mW/mm^2
   * - Total routing usage reported by global routing
     - 0.242
   * - Post-synth design cell area
     - between 0.006 and 0.007 mm^2
   * - Initial antenna violation count
     - 0
   * - Worst-case clock buffer depth
     - 2
   * - Most common cell after layout, fill and taps aside
     - sky130_fd_sc_hd__dfrtp_1
   * - Commonest register cell after synthesis
     - sky130_fd_sc_hd__dfrtp_1
   * - Total half-perimeter wirelength after legalization and detailed placement
     - 7.93 mm
-- how the worst min path moves through the flow --
stage / start / endpoint / slack [ps]
finish: counter[0]$_DFF_PP1_ / counter[0]$_DFF_PP1_ / 470
global route: counter[7]$_DFF_PP0_ / counter[7]$_DFF_PP0_ / 490
CTS: counter[0]$_DFF_PP1_ / counter[0]$_DFF_PP1_ / 480
-- registers in the layout (all words and copies together) (netlist names) --
register	flops
MEM_IN	48
i_row_IN	2
i_row_OUT	2
j_col_OUT	4
MEM_OUT	48
counter	8
Output	1
j_col_IN	4
-- power by group through the flow --
| stage | registers, mW | logic, mW | clock network [mW] |
|---|---|---|---|
| CTS | 0.690 | 0.0505 | 0.865 |
| finish | 0.690 | 0.0492 | 0.853 |
| global route | 0.692 | 0.0573 | 0.894 |
-- synthesized netlist by cell type (3+ instances only) --
master and instances:
sky130_fd_sc_hd__mux2_1 8, sky130_fd_sc_hd__buf_1 5, sky130_fd_sc_hd__a221oi_1 4, sky130_fd_sc_hd__nor2b_1 3
sky130_fd_sc_hd__nand2_8 3, sky130_fd_sc_hd__o21ai_0 36, sky130_fd_sc_hd__ha_1 13, sky130_fd_sc_hd__a22oi_1 9
sky130_fd_sc_hd__buf_4 6, sky130_fd_sc_hd__xor2_1 4, sky130_fd_sc_hd__and3_1 5, sky130_fd_sc_hd__nand2_1 71
sky130_fd_sc_hd__nand3_1 52, sky130_fd_sc_hd__clkbuf_2 3, sky130_fd_sc_hd__inv_1 10, sky130_fd_sc_hd__clkbuf_1 23
sky130_fd_sc_hd__o21ai_1 18, sky130_fd_sc_hd__mux2_2 41, sky130_fd_sc_hd__buf_8 3, sky130_fd_sc_hd__xnor2_1 7
sky130_fd_sc_hd__nor2_1 72, sky130_fd_sc_hd__and2_1 3, sky130_fd_sc_hd__a22o_1 3, sky130_fd_sc_hd__a21oi_1 6
sky130_fd_sc_hd__dfrtp_1 116, sky130_fd_sc_hd__buf_2 11, sky130_fd_sc_hd__a211oi_1 5, sky130_fd_sc_hd__mux2i_1 52
-- logic make-up (layout without fill, tap and decap cells) --
group,count (synthesis),in the layout,synth area share
adders and majority gates,13,13,0.0261
xor gates and xnor gates,11,11,0.0155
and+or+nand+nor,224,224,0.170
DFF,117,117,0.471
muxes,101,101,0.172
buffers and inverters,62,53,0.0505
AOI/OAI and AO/OA,95,95,0.0953
-- through the flow --
step                      power, mW  utilization  hold slack, ps  area [um^2]
after floorplan               0.739            -             442         6220
after global placement        0.750        0.519             463         6260
after detailed placement      0.752        0.519             465         6260
after CTS                      1.61        0.568             476         6850
after global routing           1.64        0.568             489         6850
final                          1.59        0.568             474         6850
-- worst register-to-register path: stages (launching register included) --
cell and delay (ps):
sky130_fd_sc_hd__dfrtp_1 450, sky130_fd_sc_hd__and3_1 210, sky130_fd_sc_hd__ha_1 430, sky130_fd_sc_hd__nor2b_1 600
sky130_fd_sc_hd__buf_4 280, sky130_fd_sc_hd__nand2_1 100, sky130_fd_sc_hd__nor2_1 150, sky130_fd_sc_hd__mux2_1 330
-- layout make-up --
type	count	area [um^2]
clock inverters	10	130
well taps	168	210
multi-input cells	444	2990
inverters	10	40.0
fillers	1016	5210
repair buffers	12	92.6
flip-flops and latches	117	2930
clock buffers	21	460
-- layer usage --
metal | global-route usage | vias to the layer above | routed length (um)
met2 | 0.377 | 75 | 6280
met1 | 0.380 | 2138 | 6250
met5 | 0 | - | 0
met3 | 0.0466 | 12 | 685
met4 | 0.0333 | 0 | 187
li1 | - | 2132 | -
Power and IR drop assume default switching activity.
