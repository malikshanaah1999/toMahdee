`flow/run.sh`:
```
#!/bin/bash
# OpenROAD 26Q1-2900-gdf79404cd8, Yosys 0.63+post, stock flow scripts
make -C /OpenROAD-flow-scripts/flow DESIGN_CONFIG=/design/flow/config.mk WORK_HOME=/design/flow/orfs finish
```
`flow/config.mk`:
```
export PLATFORM = sky130hd
export DESIGN_NAME = encoder
export DESIGN_NICKNAME = encoder
export VERILOG_FILES = /design/flow/design.v
export SDC_FILE = /design/flow/constraint.sdc
export NUM_CORES = 4
export LEC_CHECK = 1
export CORE_AREA = 10 10 70 70
export DIE_AREA = 0 0 80 80
```
`flow/constraint.sdc`:
```
current_design encoder

set clk_period 1.6
set clk_io_pct 0.2

create_clock -name clk0 -period $clk_period [get_ports {Clock}]

set non_clock_inputs [all_inputs -no_clocks]
set_input_delay [expr $clk_period * $clk_io_pct] -clock clk0 $non_clock_inputs
set_output_delay [expr $clk_period * $clk_io_pct] -clock clk0 [all_outputs]
```
`flow/design.v`:
```
`timescale 1ns/10ps
module encoder(Input, Reset, Clock, Output);
    input wire Input;
    input wire Reset;
    input wire Clock;
    output wire Output;
    parameter INITIAL_STATE = 7'b0000000;
    reg [1:7] x;
    reg is_odd;
    always @(posedge Clock, posedge Reset)
    begin
        if (Reset)
        begin
           x <= INITIAL_STATE;
           is_odd <= 1'b0; 
        end
        else
        begin
            if (is_odd)
                is_odd <= 1'b0;
            else
            begin
                x <= {{Input}, {x[1:6]}};
                is_odd <= 1'b1; 
            end
        end
    end
    assign Output = is_odd ?
                    x[1] ^ x[3] ^ x[4] ^ x[6] ^ x[7] :
                    x[1] ^ x[2] ^ x[3] ^ x[4] ^ x[7] ;
endmodule
```
==> GITHUB_STEP_SUMMARY <==
## Implementation flow summary

| Metric | Value |
|---|---|
| Largest net degree at the start of global routing | 9 |
| Avg Vias per Cell | 2.50 |
| Global-route wire length before repair | 952 um |
| Ys flops | 8 |
| Initial DRC count | 6 |
| Layout cell share with drive strength beyond 1 | 50.0% |
| Comb pwr share | ~11% |
| Seq/Total Area, Yosys | between 50 and 60% |
| Hold-fix buffers, CTS | 0 |
| CTS root buf | clkbuf_4 |
| Final setup fails | 1 |
| Slew @ Worst Pin | 289 ps |
| Max-slew headroom | 80.7% |
| Die Area | 6400 sq um |
| Fmax achieved | 0.620 GHz |
| Final ANT Viol Nets | 0 |
| Global Route Usage Sum | 1.72% |
| CTS Sinks | 8 |
| Fillers | 395 |
| Mapped Cells | 22 |
| Synth Area per Inst | 16.0 sq um |
| Row cnt | 21 |
| Worst Setup Slack, final | -12.3 ps |
| TritonCTS clock tree | yes |
| Pwr Density | between 800 and 900 nW/um^2 |
| Synth top area cells | dfrtp_1 57%, mux2_2 22%, xnor3_1 6.4% |
| Inserted Diodes | 0 |
| Max Cap Violations | 0 |
| Failing checks | negative setup slack |
| GP Congestion | 0.691 |
| Area leader share | a little under three fifths |
| Total Wirelength | ~500 um |
| Final Cycle Share | 101% |
| Yosys stat cell total | 22 |
| Net Sw Frac | 19.3% |
| R2R depth | 2 |
| Critical Path RT | 1280 ps |
| Sequential cell area | approximately 200 sq um |
| Share of power burned in registers | 53.4% |
| Via Count | approximately 190 |
| Die Wd | 80 um |
| Leak pwr | 0.194 nW |
| Clk latency late pin | around 250 ps |
| Port buffer count | 3 |
| Total tool warning count | 27 |
| Vias in the first global route | 228 |
| Setup CP Type | reg -> out |
| Worst setup SP type | flip-flop |
| Cell taking the most area after synthesis | dfrtp_1 |
| H-Tree Depth | 1 |
| Worst-path clk slew | 50 ps |
| RSZ-0062 raised after global routing | true |
| Chip Area, Yosys | approximately 350 sq um |
| Endpoint type of the worst setup path | output port |
| IO Count | 4 |
| GRT overflow | 0 |
| Layout overhead on the synthesized area | 34.2% |
| Initial Util | ~10% |
| Worst Skew | 2.81 ps |
| Antenna violations before repair | 0 |
| CTS buffer count | 3 |
| Logic area | 136 sq um |
| Crit path time final | about 1600 ps |
| Outcome | finished with violations |
| Power, Total | about 0.41 mW |
| Die height | 80 um |
| TritonRoute pass-1 iters | 2 |
| Clk network pwr share | 35.6% |
| Sw Pwr | about 0.079 mW |
| Worst vdd ir | roughly 100 uV |
| Worst hold path class | in -> async |
| Synth unique cells | 8 |
| Max FO, Critical Path | 2 |
| WHS | between 300 and 400 ps |
| Total negative slack | -12.3 ps |
| Internal power | ~0.33 mW |
| # Post-CTS Setup Buffers | 0 |
| Clk buf depth | 2 |
| Ys Warns | 1 |
| Pins Over Slew Limit | 0 |
| Core box area | 3420 sq um |
| Final Hold Fails | 0 |
| DRC | 0 |
| WL per Instance | 6.49 um |
| Arrival time at the worst endpoint | 1290 ps |
| Netlist Area Pre-Place | around 350 sq um |
metal layers:
layer  share of wire [%]  track usage [%]  vias up  routed length [um]
met5                   0                0        -                   0
met4                 4.9             1.23        0                  24
met3                 2.0            0.341        2                  10
met2                  58             2.97        4                 284
met1                  35             1.83       94                 174
li1                    -                -       90                   -
synth_stat cells:
cell,count
xnor3_1,1
inv_1,2
dfrtp_1,8
xnor2_1,1
mux2i_1,1
xnor2_2,1
buf_4,1
mux2_2,7
registers in the layout, summed over array words and instances (netlist names):
name and count:
x 7, is_odd 1
stage by stage:
stage                     std cells  area, sq um  worst slack [ps]  util [%]
after floorplan                  22          352               422         -
after global placement           73          454             -46.7      13.3
after detailed placement         73          454             -69.4      13.3
after CTS                        76          472             -66.7      13.8
after global routing             76          472             -92.7      13.8
final                            76          472             -12.3      13.8
path summary, 6_finish.rpt:
kind	from	to	slack (ps)
max	x[7]	Output	-10
min	Reset	is_odd	310
max reg2reg	is_odd	x[6]	610
min reg2reg	x[5]	x[5]	500
max in group asynchronous	Reset	x[6]	1060
min in group clk0	x[5]	x[5]	500
placed cells by master, fill, tap and decap left out, drive strengths merged:
master,count
dfrtp,8
clkdlybuf4s50,2
xnor2,2
mux2i,1
mux2,7
buf,4
xnor3,1
clkbuf,3
inv,2
power by group through the flow:
stage	combinational [mW]	clock, mW	sequential, mW
4_1_cts	0.0450	0.157	0.219
5_1_grt	0.0500	0.165	0.220
6_report	0.0449	0.146	0.219
repair_timing:
action	CTS	global route
endpoints found under the hold margin	0	0
setup endpoints to repair	1	1
pin swaps	1	1
gates resized	3	0
layout make-up:
class | instances | area share [%]
flip-flops and latches | 8 | 42.4
multi-input cells | 11 | 28.9
well taps | 46 | 12.2
repair buffers | 6 | 10.1
inverters | 2 | 1.59
clock buffers | 3 | 4.77
critical path, stage by stage, from the launching register on:
cell	delay (ps)
dfrtp_1	390
xnor2_1	150
xnor3_1	390
buf_2	120
cells by family (layout without fill, tap and decap cells):
kind of cell | after synthesis | after routing | synth area share, %
multiplexers | 8 | 8 | 25.3
XOR/XNOR | 3 | 3 | 13.5
buffers and inverters | 3 | 11 | 4.27
flip-flops | 8 | 8 | 56.9
Power and IR drop assume default switching activity.
